## flow/design.v

```verilog
`timescale 1ns / 1ps
module als_interface(
    input clk,
    input sdo,
    output reg sclk = 1,
    output reg cs,
    output reg [7:0] lightLevel,
    output reg transferEnd
    );
    reg [7:0] count = 0;
    reg [7:0] data_count = 0;
    reg [3:0] internal_count;
    reg [2:0] bit_count = 3'b111;
    always @(posedge clk) begin
        if(count == 8'd25) begin
            count <= 8'd0;
            sclk <= ~sclk;
        end
        else
            count <= count + 8'd1;
    end
    always @(negedge sclk) begin
        if(data_count == 8'd15) begin
            cs <= 1'd1;
            data_count <= data_count + 1;
            end
        else if(data_count == 8'd19) begin
            data_count <= 8'd0;
            end
        else if(data_count == 8'd0) begin
            cs <= 1'd0;
            data_count <= data_count + 1;
            end
        else
            data_count <= data_count + 1;
    end
    always @(negedge sclk) begin
    if((cs == 1'b0)) begin
        if ((data_count == internal_count) & (transferEnd == 1'b0)) begin
              lightLevel[bit_count] <= sdo;   
              bit_count <= bit_count - 1;
              internal_count = internal_count + 16'd1;
              if (bit_count == 3'b000)
                    transferEnd   <= 1'b1;    
        end
        else begin
            transferEnd   <= 1'b0;
            bit_count <= 3'b111;
            internal_count <= 16'd4;
            lightLevel <= 8'd0;
         end
        end
    end
endmodule
`timescale 1ns / 1ps
module audio_controller(
    input clk,
    output reg audio_out
    ); 
	parameter STEP_SIZE = 32'h9F62;
	reg	[31:0]	phase;
	always @(posedge clk)
		phase <= phase + STEP_SIZE;
	always @(*)
		audio_out = phase[31];
endmodule
`timescale 1ns / 1ps
module bcd_counter(
    input clk,
    input rst,
    output reg [0:3] bcd_out,
    output reg carry
    );
    parameter MAX = 9;
    reg [3:0] count;
    always @(posedge clk or posedge rst)
    begin
        if (rst)
        begin
            count <= 0;
            bcd_out <= 0;
            carry <= 0;
        end
        else if (clk)
        begin
            if (count == MAX)
            begin
                count <= 0;
                bcd_out <= 0;
                carry <= 1;
            end
            else
            begin
                count = count + 1;
                bcd_out <= count;
                carry <= 0;
            end
        end
    end
endmodule
`timescale 1ns / 1ps
module clock_divider(
    input clk,
    input rst,
    output reg clk_div
    );
    parameter FREQ = 50000000; 
    reg [25:0] count;
    always @ (posedge clk or posedge rst) 
    begin
        if (rst)
        begin
            count <= 0;
            clk_div <= 0;
        end
        else
        begin
            count <= count + 1;
            if (count == FREQ - 1)
            begin
                count <= 0;
                clk_div <= ~clk_div;
            end
        end
    end
endmodule
`timescale 1ns / 1ps
module lcd_controller(
    input clk,
    input [3:0] bcd1, bcd2, bcd3, bcd4,
    output reg [7:0] data,
    output reg en, rs
    );
    parameter FUNC_SET = 8'h38;  
    parameter DISP_ON = 8'h0C;  
    parameter DISP_CLR = 8'h01;  
    parameter ENTRY_MODE = 8'h06;  
    reg [7:0] state = 0;
    reg [8:0] count;
    reg [3:0] bcd1_curr;
    always @ (posedge clk) begin
    case (state)
        0: if (count == 4) state <= 1;  
                else state <= 0;  
        255: begin  
            if (bcd1_curr != bcd1) begin
                state <= 13;
                bcd1_curr <= bcd1;
            end
        end 
        default: state <= state + 1;  
    endcase
    end
    always @ (posedge clk) begin
        case (state)
            0: begin
                if (count == 7) count <= 0;  
                else count <= count + 1;  
            end
            default: count <= 0;  
        endcase
    end
always @ (posedge clk) begin
        case (state)
            1, 3, 5: begin  
                data <= FUNC_SET;  
                en <= 1;  
            end
            7: begin  
                data <= DISP_ON;  
                en <= 1;  
            end
            9: begin  
                data <= DISP_CLR;  
                en <= 1;
            end
            11: begin  
                data <= ENTRY_MODE;  
                en <= 1;
            end
            13: begin  
                data <= DISP_CLR;  
                en <= 1;
            end
            15: begin
                data <= 8'h82;
                en <= 1;
            end
            17: begin
                rs <= 1;  
                data <= {4'h3, bcd4};
                en <= 1;
            end
            19: begin
                rs <= 1;  
                data <= {4'h3, bcd3};
                en <= 1;
            end
            21, 59: begin
                rs <= 1;  
                data <= 8'h48;
                en <= 1;
            end
            23, 43, 47, 51, 61, 65, 69: begin
                rs <= 1;  
                data <= 8'h20;
                en <= 1;
            end
            25: begin
                rs <= 1;  
                data <= {4'h3, bcd2};
                en <= 1;
            end
            27: begin
                rs <= 1;  
                data <= {4'h3, bcd1};
                en <= 1;
            end
            29: begin
                rs <= 1;  
                data <= 8'h4D;
                en <= 1;
            end
            31: begin
                data <= 8'h8B;
                en <= 1;
            end
            33, 35, 53, 55: begin
                rs <= 1;  
                data <= 8'h23;
                en <= 1;
            end
            37: begin
                rs <= 1;  
                data <= 8'h46;
                en <= 1;
            end
            39: begin
                data <= 8'hC0;
                en <= 1;
            end
            41, 45, 49, 63, 67, 71: begin
                rs <= 1;  
                data <= 8'h2D;
                en <= 1;
            end
            57: begin
                rs <= 1;  
                data <= 8'h52;
                en <= 1;
            end
            255: begin
            end
            default: begin  
                rs <= 0;  
                en <= 0;  
            end
        endcase
    end
endmodule
`timescale 1ns / 1ps
module main(
    input clk,
    inout [2:0] als,
    input sw0, sw1, sw2,
    output [7:0] lcd,
    output en, rs, led_en,
    output audio_out, audio_gain, audio_off
    );
    wire rst;
    wire eot;
    wire [7:0] lightLevel;
    wire div0, clk_div, clk_disp;
    wire c1, c2, c3;
    wire [3:0] bcd1, bcd2, bcd3, bcd4;
    reg time0 = {4'h0, 4'h0, 4'h0, 4'h1};
    wire alarm0;
    als_interface als_spi (clk, als[1], als[2], als[0], lightLevel, eot);
    pwm pwm (clk, lightLevel, eot, led_en);
    assign rst = (bcd4 == 4'b0010 && bcd3 == 4'b0100) ? 1'b1 : 1'b0;
    clock_divider #(.FREQ(50000)) disp (clk, 0, clk_disp);
    clock_divider oneSec (clk, rst, div0);
    clock_divider #(.FREQ(30)) oneMin (div0, rst, clk_div);
    bcd_counter #(.MAX(9)) m0 (clk_div, rst, bcd1, c1);
    bcd_counter #(.MAX(5)) m1 (c1, rst, bcd2, c2);
    bcd_counter #(.MAX(9)) h0 (c2, rst, bcd3, c3);
    bcd_counter #(.MAX(2)) h1 (c3, rst, bcd4);
    assign alarm0 = (sw0 & time0 == {bcd4, bcd3, bcd2, bcd1});
    parameter S0 = 3'b000;
    parameter S1 = 3'b001;
    parameter S2 = 3'b010;
    parameter S3 = 3'b011;
    parameter S4 = 3'b100;
    reg [2:0] state, next_state, previous_state;
    always @(clk) begin
    case (state)
        S0: begin
        end
        S1: begin
        end
        S2: begin
        end
        S3: begin
        end
        S4: begin
        end
        endcase
    end
    always @(next_state) begin
        previous_state <= state;
        state <= next_state;
    end
    lcd_controller lcd_ctrl (clk_disp, bcd1, bcd2, bcd3, bcd4, lcd, en, rs);
    audio_controller audio_ctrl (clk, audio_out);
    assign audio_off = alarm0 ? div0: 0;
	assign	audio_gain = 1'b0;
endmodule
`timescale 1ns / 1ps
module pwm(
    input clk,
    input [7:0] lightLevel,
    input eot,
    output pwm
    );
    reg [2:0] counter;
    reg [2:0] duty_cycle;
    always @ (posedge eot) begin
        if (lightLevel < 8'b1000) begin
            duty_cycle <= lightLevel[2:0];
        end
        else
            duty_cycle <= 3'b111;
    end
    always @ (posedge clk) begin
        counter <= counter + 1;  
    end
    assign pwm = (counter < duty_cycle) ? 1 : 0;  
endmodule
```

## flow/run.sh

```bash
#!/bin/bash
# OpenROAD 26Q1-2900-gdf79404cd8, Yosys 0.63+post, stock flow scripts
make -C /OpenROAD-flow-scripts/flow DESIGN_CONFIG=/design/flow/config.mk WORK_HOME=/design/flow/orfs finish
```

## flow/config.mk

```make
export PLATFORM = sky130hd
export DESIGN_NAME = main
export DESIGN_NICKNAME = main
export VERILOG_FILES = /design/flow/design.v
export SDC_FILE = /design/flow/constraint.sdc
export NUM_CORES = 4
export LEC_CHECK = 1
export CORE_UTILIZATION = 30
```

## flow/constraint.sdc

```tcl
current_design main

set clk_period 2.6
set clk_io_pct 0.2

create_clock -name clk0 -period $clk_period [get_ports {als}]
create_clock -name clk1 -period $clk_period [get_ports {clk}]

set non_clock_inputs [all_inputs -no_clocks]
set_input_delay [expr $clk_period * $clk_io_pct] -clock clk0 $non_clock_inputs
set_output_delay [expr $clk_period * $clk_io_pct] -clock clk0 [all_outputs]
```

==> notes.org <==
#+TITLE: Physical design notes

** Yosys
- A synthesized cell averages 10.0 um^2.
- Synthesis inferred 202 register bits.
- Post-synthesis cell area :: 9350 um^2
- The most used flip-flop cell after synthesis is sky130_fd_sc_hd__dfxtp_1.
- Counting the warning lines in the Yosys log gives 20.
- Yosys Chip Area :: 9350 um^2
- Yosys Instances :: 933
- Per Yosys stat, the portion of area used by sequential elements is 0.515.
- Counting flops with an async set or reset pin after synthesis yields a share of 0.361.
- Post-synth tally of flip-flops with integrated enable :: 40
- In the synthesized netlist, the number of instances is 933.
- Library cells used by synthesis :: 64

** Die
- Ports placed on the boundary :: 21
- Die Span Y :: 178 um
- At the floorplan stage, the core utilization is reported as 0.306.
- Die Width :: 178 um
- Core Rows :: 64

** Placed design
- Area of placed instances :: 9900 um^2
- Detailed placer's ending HPWL :: 10700 um
- Per the placement report, the placed cell count is 1321.
- Per the placement log, port buffering inserted 14 buffers.
- Routability congestion estimate :: 0.892
- Post-Place Setup Slack :: 0.102 ns

** STA
- 115 endpoints have no timing constraint.
- The timer found 80 register pins that no clock reaches; their paths are not timed.

** Clock network
- Number of resized instances in the post-cts repair step :: 0
- Looking at the post-CTS report, the setup buffer insertion count equals 0.
- The report puts the hold buffer count at CTS at 0.

** Outcome
- It got as far as 4_1_cts and failed there.
- Error that ended the run :: [error] [KeplerFormal.cpp:679] Workflow failed: Iso has multiple drivers: .als0, als[0]$_SDFFE_NP1P_.Q0
- Outcome :: stopped before the end
## kinds of logic after synthesis
group / Yosys count / share of synthesized area
other cells: 1 / 0.000401
compound gates: 80 / 0.0545
buf+inv: 72 / 0.0324
fa+ha+maj: 23 / 0.0308
mux: 9 / 0.0102
flops: 202 / 0.515
xor+xnor: 138 / 0.129
simple gates: 408 / 0.228
## through the flow
stage           util  total power [mW]
2_1_floorplan      -              2.33
3_3_place_gp   0.324              2.30
3_5_place_dp   0.324              2.30
## synth_stat cells (all sizes together) (5+ instances only)
| cell type | number | share of area |
|---|---|---|
| nor4 | 22 | 0.015 |
| or4 | 7 | 0.0064 |
| nor2 | 95 | 0.038 |
| clkbuf | 19 | 0.0076 |
| xnor2 | 73 | 0.068 |
| buf | 12 | 0.0083 |
| nand2 | 73 | 0.029 |
| nand3 | 67 | 0.036 |
| o21ai | 19 | 0.010 |
| ha | 23 | 0.031 |
| dfrtp | 73 | 0.20 |
| nor2b | 7 | 0.0047 |
| or3 | 9 | 0.0060 |
| and4 | 11 | 0.010 |
| and2 | 11 | 0.0074 |
| inv | 41 | 0.016 |
| edfxtp | 40 | 0.13 |
| xor2 | 65 | 0.061 |
| dfxtp | 89 | 0.19 |
| and3 | 25 | 0.017 |
| mux2i | 5 | 0.0054 |
| nand2b | 6 | 0.0040 |
| nor3 | 21 | 0.011 |
| nand4 | 32 | 0.021 |
| nor4b | 6 | 0.0056 |
| a21oi | 29 | 0.016 |
No activity file was given, so power comes from the tool's default toggle rates.
